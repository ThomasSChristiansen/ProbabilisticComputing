==> flow/design.v <==
`timescale 1ns / 1ps
module Comparator ( GE, clk, Tanh_LUT_out, LFSR_out, s_out, clamp_en, clamp_value);
input GE;  
input clk;
input clamp_en;
input clamp_value;
output reg s_out; 
input [31:0] Tanh_LUT_out;
input [31:0] LFSR_out;
always @ (posedge clk) begin
    if (GE == 1'b1) begin
        if (clamp_en) begin
            s_out <= clamp_value;   
        end else begin
            s_out <= (Tanh_LUT_out > LFSR_out) ? 1'b1 : 1'b0;   
        end
    end
end
endmodule 
==> flow/run.sh <==
#!/bin/bash
# OpenROAD 26Q1-2900-gdf79404cd8, Yosys 0.63+post, stock flow scripts
make -C /OpenROAD-flow-scripts/flow DESIGN_CONFIG=/design/flow/config.mk WORK_HOME=/design/flow/orfs finish
==> flow/config.mk <==
export PLATFORM = sky130hd
export DESIGN_NAME = Comparator
export DESIGN_NICKNAME = Comparator
export VERILOG_FILES = /design/flow/design.v
export SDC_FILE = /design/flow/constraint.sdc
export NUM_CORES = 4
export LEC_CHECK = 1
export CORE_AREA = 10 10 77 77
export DIE_AREA = 0 0 87 87
==> flow/constraint.sdc <==
current_design Comparator

set clk_period 3.1
set clk_io_pct 0.2

create_clock -name clk0 -period $clk_period [get_ports {clk}]

set non_clock_inputs [all_inputs -no_clocks]
set_input_delay [expr $clk_period * $clk_io_pct] -clock clk0 $non_clock_inputs
set_output_delay [expr $clk_period * $clk_io_pct] -clock clk0 [all_outputs]
==> CHANGELOG.md <==
## Implementation

* Outcome: complete, no violations
* Top-Level Pins at 69
* ANT cells at 0
* Leakage at 0.782 nW
* Gr usage total at 0.0670
* CP Launch Point: LFSR_out[30]
* First-pass GRT wire length at 4280 um
* DPL Wire Length at 2610 um
* Internal at 0.133 mW
* Sum of buffers and inverters on the critical path at 2
* Synth Warn # at 1
* Hold Startpoint: GE
* Final worst slack at 508 ps
* Switching share of power at 0.312
* Post-CTS Hold Buffers at 0
* Setup bufs post-CTS at 0
* Post-DRT Antenna Nets at 0
* CP delay by family, top: AND-OR/OR-AND gates
* Initial antenna violation count at 0
* Top cells excl fill/tap: clkdlybuf4s50_1 (68), inv_1 (33), ha_1 (32)
* Largest net degree at the start of global routing at 5
* CP Cell Sequence: clkdlybuf4s50_1 > inv_1 > ha_1 > a21oi_1 > nand2_1 > a211o_1 > a2111oi_4 > a21oi_2
* Max Slew Vio Count at 0
* Logic gate share of total power at 0.911
* Slowest-stage cell, CP: clkdlybuf4s50_1
* Peak VDD IR at 0.0457 mV
* Core area at 0.00435 mm^2
* Worst-path maximum fanout at 3
* Hold Path Depth at 1
* Vias in the first global route at 954
* Fill cell count at 442
* Wire per inst at 11.4 um
* Critical path capture point type: register
* Most frequent logic cell in the layout: clkdlybuf4s50_1
* Share of post-route cells with drive strength above 1 at 0.0163
* Via/cell ratio at 4.06
* DP Cell Count at 236
* Final setup TNS at 0 ps
* Die ar. at 0.00757 mm^2
* Switch Pwr at 0.0602 mW
* Die height at 87 um
* Pre-antenna DRT Iters at 4
* Max-cap violation count at 0
* Clock power frac at 0
* Mapped Cells at 116
* Avg Cell Area, Syn at 7.50 um^2
* Detailed-route via count at 958
* Yosys Instances at 116
* Core utilization at floorplan at 0.200
* Pwr dens at 120 mW/mm^2
* Seq pwr share at 0.089
* Post-route cell area at 0.00162 mm^2
* Crit path DAT at 2320 ps
* Startpoint Class: input port
* Post-Layout Cell Count at 236
* Fin crit share at 0.836
* Post-CTS resize count at 0
* # setup viols final at 0
* Max Clock Freq at 0.386 GHz
* Synth unique cells at 24
* Dominant cell type by area after synthesis: ha_1
* Unrepaired setup endpoints after global routing: no
* Slew HR at 0.734
* Top cells, area: ha_1 (46%), inv_1 (14%), a21oi_1 (6.9%)
* Final Wtd Congestion at 0.700
* Worst-Margin Slew at 395 ps
* Grt ovf at 0
* Top-area cell share at 0.460
* #FFs+latches synth at 1
* Hold Vio Cnt, Final at 0
* Critical path's largest stage delay at 450 ps
* Max FFs per register at 1
* Top Registers: s_out: 1 flops
* Die width at 87 um
* I/O Buffers at 68
* Remaining routing DRC violations at 0
* Area Growth Syn to Fin at 85.8%
* Iter 0 DRT Violations at 13
* Sequential area share after synthesis at 0.0345
* Top reg by flops: s_out
* Tmin final at 2590 ps
* Clock transition at path regs at 0 ps
* Crit path required time at 2830 ps
* DP Area at 0.00162 mm^2
* Tool warnings at 28
* WL final at 2680 um
* Worst path depth at 8
* Worst hold path type: input port to register
* Post-Syn Area at 870 um^2
* Critical path class: input port to register
* DP Worst Slack at 492 ps
* Yosys chip area at 870 um^2
* FP Rows at 24
[power by group through the flow]
stage	clock, mW	combinational, mW	sequential [mW]
4_1_cts	0	0.179	0.0173
6_report	0	0.176	0.0173
5_1_grt	0	0.202	0.0173
[routing by layer]
metal	wire, um	GRT usage	up-vias
met5	0	0	-
li1	-	-	545
met4	0	0	0
met3	283	0.0226	0
met2	1210	0.106	33
met1	1190	0.0914	380
[stage by stage]
step,utilization,hold WS (ps),total power [mW]
finish,0.371,1220,0.193
global route,0.371,1230,0.219
CTS,0.371,1220,0.196
detailed placement,0.371,1210,0.195
global placement,0.371,1210,0.195
floorplan,-,732,0.0909
[worst paths after layout]
path,end,slack [ps]
setup / recovery,s_out$_DFFE_PP_,510
hold / removal,s_out$_DFFE_PP_,1220
[cells by family after synthesis]
family,synth area share
flops,0.0345
fa+ha+maj,0.460
simple gates,0.144
compound gates,0.219
buf+inv,0.142
[synthesized netlist by cell type, drive strengths merged]
cell type	count
a2111oi	1
a211o	1
a211oi	1
a21boi	2
a21o	2
a21oi	13
edfxtp	1
ha	32
inv	33
nand2	5
nand3	5
nand4	7
nor2	2
nor2b	1
nor3	1
nor4	2
o211ai	1
o21a	1
o21ai	3
o2bb2ai	1
o41ai	1
[cell type report]
| type | instances | area, um^2 | area share |
|---|---|---|---|
| multi-input combinational | 82 | 716 | 0.443 |
| sequential | 1 | 30.0 | 0.0186 |
| timing repair buffer | 68 | 681 | 0.421 |
| inverter | 33 | 124 | 0.0767 |
| tap | 52 | 65.1 | 0.0403 |
Power is estimated from default activity; no workload was simulated.
