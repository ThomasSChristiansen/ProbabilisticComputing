## ./design.v

```verilog
`timescale 1ns / 1ps
module Multiplier_3x3(a, b, s);
input [2:0]a;
input [2:0]b;
output [5:0]s;
assign s = a*b;
endmodule
```

## ./config.mk

```make
export PLATFORM = sky130hd
export DESIGN_NAME = Multiplier_3x3
export DESIGN_NICKNAME = Multiplier_3x3
export VERILOG_FILES = /design/flow/design.v
export SDC_FILE = /design/flow/constraint.sdc
export NUM_CORES = 4
export LEC_CHECK = 1
export CORE_AREA = 10 10 70 70
export DIE_AREA = 0 0 80 80
```

## ./run.sh

```bash
#!/bin/bash
# OpenROAD 26Q1-2900-gdf79404cd8, Yosys 0.63+post, stock flow scripts
make -C /OpenROAD-flow-scripts/flow DESIGN_CONFIG=/design/flow/config.mk WORK_HOME=/design/flow/orfs finish
```

## ./constraint.sdc

```tcl
current_design Multiplier_3x3

set clk_period 2.8
set clk_io_pct 0.2

create_clock -name clk0 -period $clk_period

set non_clock_inputs [all_inputs -no_clocks]
set_input_delay [expr $clk_period * $clk_io_pct] -clock clk0 $non_clock_inputs
set_output_delay [expr $clk_period * $clk_io_pct] -clock clk0 [all_outputs]
```

==> notes.md <==
The layout was made with Yosys and OpenROAD.

The flow ran to the end, and the final reports show no timing, DRC or antenna violations. The initial antenna violation count is 0. The post-synthesis cell count is 24.

The post-synthesis share of cell area spent on and, or, nand and nor gates is 33.1%. Clock buffers in the final layout number 0. For this design, Yosys synthesis ends with a cell count of 24. The combinational fraction of design power is 100.0%.

The first TritonRoute pass finished after 4 iterations. Per the finish-stage timing summary, setup violations number 0. The total number of vias is just under 200. The final-report max-slew violation count is 0. The actual transition at the worst max-transition pin is roughly 150 ps. After its last routability iteration, the placer logged a weighted congestion of just under 0.8. The largest family of logic cells by area is adder cells. In this run the count of I/O pins placed on the die edge is 12. The multiplexer share of the synthesized area is 0%.

The quantity of I/O buffers inserted on ports is 12. The headroom to the max-slew limit is 89.9%. The worst hold path belongs to the class input pin to output port.

The switching part of the total is 35.9%. The max-cap check violation count is 0. The number of buffers inserted to repair setup after CTS is 0. The core box area is 3420 um^2. Setup repair after global routing could not meet its margin everywhere. After floorplanning, the die was sized to cover between 6000 and 7000 um^2. The violation count after the first detailed-routing iteration is 2.

The floorplan step set the die width to ~80 um. The yosys warning tally is 0. The mapped netlist covers around 200 um^2. The share of power burned in registers is 0%. STA classifies the critical path startpoint as an input pin. The signal arrival time at the worst endpoint is approximately 2200 ps. After routing the design area is 388 um^2. The antenna diode instance count is 0. The maximum number of pins on one net before global-route repair is 4. The global route total overflow is 0. After Yosys synthesis, full adders, half adders and majority gates account for between 50% and 60% of the synthesized area. The cell area reported after detailed placement is 389 um^2. The cell-mix breakdown from Yosys lists the compound-gate area share as around 2.5%. The final layout reports a setup TNS of 0 ps. The pre-placement core utilization is 5.75%. The critical path in this run is classified as input pin to output port. The area growth from synthesis to layout is 97.5%. The cell internal power dissipation is ~0.000034 W. Setup slack on the worst path after placement came out at -798 ps.

The required time of the critical path is between 2000 and 2500 ps. In the final layout, the share of cells above drive strength 1 is between 40% and 50%. After layout, the worst setup slack is about 32 ps.

The power report puts the leakage power at about 0.18 nW. The number of buffers added to fix hold violations after cts is 0. Counting distinct cell types in the post-synthesis netlist gives 8.

Summed over all nets, the half-perimeter wirelength after detailed placement is approximately 560 um. The stage logs contain a warning count of 33. The average wire length per cell after detail routing is a little under 7 um. The routed layout reports a DRC error count of 0. The net switching power is ~0.000019 W. The chip height is approximately 80 um. The first-pass GRT wire length is 986 um. The placed instance count is 84.

The maximum ir drop on the vdd rail is around 0.051 mV. The average cell area after synthesis is 8.18 um^2. The number of cells in the finished layout apart from fillers is between 80 and 90. In the Yosys report, the sequential cells make up 0% of the chip area. The kind of end point of the critical path is an output port. There are 0 flip-flops and latches. The total routed wirelength is 585 um. Once detail routing completed, the nets flagged for antenna violations numbered 0. The via count of the first global-routing pass is between 200 and 250. The power density over the cells is around 140 nW/um^2. Max fanout on the critical path was recorded as 3. The synthesized netlist has a Yosys-reported chip area of 196 um^2. The clock network accounts for 0% of the total power. The detail-routed via count per cell is between 2 and 2.5. In the final layout, the fill cell count is 406. After floorplanning, the core was divided into 21 placement rows. Timing would allow up to 361 MHz. The combined flip-flop and latch cell area is 0 um^2. The worst path uses between 90 and 100% of the clock period. The clock period could shrink to ~2800 ps. The xor and xnor area share after synthesis is approximately 4.5%. The global routing report lists combined usage of all routing layers as about 1.9%. The final tally of hold violations is 0.
-- Yosys cell counts --
cell type  count  area share, %
nand3_1        1            2.5
nand2_1        1            1.9
ha_1           5             32
fa_1           2             20
a21oi_1        1            2.5
xnor2_1        1            4.5
inv_1          4            7.6
and2_1         9             29
-- timing repair --
item / in CTS / in global routing
resized: 37 / 4
hold endpoints to repair: 0 / 0
pin swaps: 6 / 4
setup endpoints to repair: 4 / 3
-- cell families after synthesis --
group | after synthesis
buf+inv | 4
xor+xnor | 1
compound gates | 1
simple gates | 11
fa+ha+maj | 7
-- layer usage --
metal  up-vias  part of all wire, %  global-route usage (%)
li1        103                    -                       -
met2        11                   30                    2.41
met1        85                   54                    2.67
met4         0                    0                       0
met3         0                   15                    1.14
met5         -                    0                       0
-- path summary, 6_finish.rpt --
path | startpoint | cells after the start | to | slack [ps]
setup / recovery | a[0] | 8 | s[3] | 30
hold / removal | a[0] | 3 | s[0] | 1750
-- final cells by class --
class                      instances  area, um^2  share of cell area (%)
timing repair buffer              14         114                    29.4
inverter                           4        15.0                    3.87
tap                               46        57.6                    14.8
multi-input combinational         20         201                    51.9
-- worst max-delay path, cell delays in order --
cell	delay (ps)
buf_6	90
and2_4	150
fa_1	530
ha_2	180
inv_2	40
fa_2	520
inv_2	30
buf_2	110
-- placed cells by master (no fill, tap or decap), types with 2 or more instances in the layout --
cell type,instances
buf_2,5
inv_1,2
inv_2,2
and2_1,6
ha_1,4
buf_4,2
and2_4,3
clkdlybuf4s50_1,4
buf_6,3
-- stage by stage --
stage	utilization [%]	hold slack (ps)	total power, W
floorplan	-	1190	0.0000163
global placement	11.4	2090	0.0000530
detailed placement	11.4	2100	0.0000536
CTS	10.8	1770	0.0000500
global route	11.4	1760	0.0000595
finish	11.4	1750	0.0000524
-- power groups by stage --
stage	Combinational [W]	Clock (W)	Sequential [W]
global route	0.0000595	0	0
finish	0.0000524	0	0
CTS	0.0000500	0	0
Power and IR drop assume default switching activity.
